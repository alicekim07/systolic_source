## ./config.mk

```make
export PLATFORM = sky130hd
export DESIGN_NAME = dffq
export DESIGN_NICKNAME = dffq
export VERILOG_FILES = /design/flow/design.v
export SDC_FILE = /design/flow/constraint.sdc
export NUM_CORES = 4
export LEC_CHECK = 1
export CORE_AREA = 10 10 91 91
export DIE_AREA = 0 0 101 101
```

## ./constraint.sdc

```tcl
current_design dffq

set clk_period 1.0
set clk_io_pct 0.2

create_clock -name clk0 -period $clk_period [get_ports {CLK}]

set non_clock_inputs [all_inputs -no_clocks]
set_input_delay [expr $clk_period * $clk_io_pct] -clock clk0 $non_clock_inputs
set_output_delay [expr $clk_period * $clk_io_pct] -clock clk0 [all_outputs]
```

## ./design.v

```verilog
module dffq #(parameter WIDTH = (1+3+20+8))
    (input CLK,
    input [WIDTH-1:0] D,
    output reg [WIDTH-1:0] Q);
    always @(posedge CLK) begin
        Q <= D;
    end
endmodule
```

## ./run.sh

```bash
#!/bin/bash
# OpenROAD 26Q1-2900-gdf79404cd8, Yosys 0.63+post, stock flow scripts
make -C /OpenROAD-flow-scripts/flow DESIGN_CONFIG=/design/flow/config.mk WORK_HOME=/design/flow/orfs finish
```

==> impl_metrics.toml <==
# flow metrics
[status]
status = "complete, no violations"

[drt]
first_iter_violations = 1
ant_nets = 0
firstDrtPassIters = 3
num_antenna_cells = 0
via_count = 492
detail_route.wl_per_cell_microns = 12.4
drc = 0
routed_wl_microns = 2240
via_per_inst = 2.72

[clock_tree]
cts_resized = 73
cts.hold.buffers_added = 0
cts_buffers = 5
cts_setup_buffers = 0
cts_sinks = 32
root_buffer = "clkbuf_8"
path_clk_slew_ns = 0.07
cts_tree = "yes"
clock_path_buffers = 2
htree_levels = 2

[setup_path]
path_buffers = 1
startpoint_type = "register"
path_cells = "clkdlybuf4s15_1"
critPathSlowestCell = "dfxtp_1"
cp.arrival_ns = 0.76
worstSetupPathType = "register to output pin"
crit_family = "flip-flops"
critPathCaptureType = "output pin"
slowest_delay_ns = 0.31
crit_fanout = 1
worstPathRequired_ns = 0.80

[die]
ios = 65
fp_util = 0.101
coreArea_sq_um = 6350
die_x_microns = 101
die_h_microns = 101
die_area_sq_um = 10200
placementRows = 29

[final_timing]
rsz0062_at_grt = "no"
min_period_ns = 0.955
post-route-period-util = 0.955
hold_viol = 0
slew_violations = 0
fmax_mhz = 1050
worst_pin_slew_ns = 0.0733
finalSetupViolations = 0
fin_tns_setup_ns = 0
slew_headroom = 0.951

[logic_synthesis]
syn_avg_cell_area_sq_um = 20.0
largest_area_cell = "dfxtp_1"
ys_cells = 32
synth_area_sq_um = 641
netlist_instances = 32
synth_warnings = 1
area_leaders = "dfxtp_1 100%"
yosysSeqAreaShare = 1.00
top_cell_area_share = 1.00
numSynthFlops = 32
yosysUniqueCellTypes = 1
yosys_area_sq_um = 641

[final_layout]
comb_area_sq_um = 0
syn2layout_area_growth_pct = 116
largest_register = "Q"
fin_util = 0.218
logic_gates = 0
drive_gt1_frac = 0.385
largest_register_ffs = 32
reg_top3 = "Q x32"

[global_routing]
gr-total-overflow = 0
antenna_found_initial = 0
grt_max_degree = 12
grt_pass1_vias = 537
grt_pass1_wl_microns = 3270
track_usage = 0.0421

[place]
gp_congestion = 0.704
io_buffer_count = 64

[power_and_ir_drop]
total_power_w = 0.00278
ir_worst_vdd_v = 0.000745
leakage_nw = 0.585
powerDensity_nw_per_um2 = 2010

[worst_hold_path]
hp-class = "input pin to register"

[job]
warning_count = 25
maxCapViolCount = 0
power by group:
group | internal (W) | switching (W) | total (W) | leakage, nW
Clock | 0.000737 | 0.000494 | 0.00123 | 0.0541
Sequential | 0.00135 | 0.0000145 | 0.00136 | 0.270
Combinational | 0.000158 | 0.0000278 | 0.000186 | 0.261
Total | 0.00224 | 0.000537 | 0.00278 | 0.585
synth_stat cells:
library cell,number
dfxtp_1,32
kinds of logic (layout without fill, tap and decap cells):
logic type	Yosys count	in the layout	share of synthesized area
buffers and inverters	0	72	0
DFF	32	32	1.00
final timing paths:
| path | start | end | depth (start not counted) |
|---|---|---|---|
| setup / recovery | Q[0] | Q[0] | 1 |
| hold / removal | D[7] | Q[7] | 1 |
through the flow:
stage | hold WS, ns | instance area (sq um) | instances | setup WS (ns)
2_1_floorplan | 0.228 | 641 | 32 | 0.538
3_5_place_dp | 0.652 | 1380 | 173 | -0.00339
5_1_grt | 0.327 | 1390 | 181 | 0.000245
6_report | 0.348 | 1390 | 181 | 0.0447
3_3_place_gp | 0.650 | 1380 | 173 | 0.00100
4_1_cts | 0.336 | 1470 | 181 | 0.00231
cells in the final DEF (no fill, tap or decap), drive strengths merged:
cell	count
clkdlybuf4s50	32
dfxtp	32
clkbuf	24
clkdlybuf4s15	9
buf	4
clkinv	1
bufinv	1
clkinvlp	1
area by class of cell:
cell class,count,area [sq um]
Timing Repair Buffer,64,526
Clock inverter,3,42.5
Fill cell,679,4960
Tap cell,77,96.3
Clock buffer,5,68.8
Sequential cell,32,652
metal layers:
metal / wire length (microns) / GRT usage / part of all wire / vias to the layer above
met2: 1070 / 0.0683 / 0.48 / 35
met4: 44 / 0.00857 / 0.020 / 0
met3: 359 / 0.0319 / 0.16 / 7
met5: 0 / 0 / 0 / -
li1: - / - / - / 237
met1: 767 / 0.0424 / 0.34 / 213
Power figures rest on the tool's default switching activity, not on a simulated workload.
