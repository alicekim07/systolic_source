==> flow/design.v <==
module pe(
    input CLK,
    input [3-1:0] Row_ID,
    input [8-1:0] Data_I_In, 
    input signed [8-1:0] Data_W_In,
    input EN_W_In,
    input [3-1:0] EN_ID_In,
    input signed [24-1:0] Psum_In,
    input [16-1:0] Addr_P_In,
    input [1-1:0] Valid_P_In,
    output reg [8-1:0] Data_I_Out,
    output reg signed [8-1:0] Data_W_Out,
    output reg EN_W_Out,
    output reg [3-1:0] EN_ID_Out,
    output reg signed [24-1:0] Psum_Out,
    output reg [16-1:0]   Addr_P_Out,
    output reg [1-1:0]  Valid_P_Out
);
reg signed [8-1:0] Data_W_Buf;
wire signed [8:0] Data_I_Signed = {1'b0, Data_I_In};
always @(posedge CLK) begin
    Data_I_Out <= Data_I_In;
    Data_W_Out <= Data_W_In;
    EN_W_Out <= EN_W_In;
    EN_ID_Out <= EN_ID_In;
    Addr_P_Out <= Addr_P_In;
    Valid_P_Out <= Valid_P_In;
    if (EN_W_In && (EN_ID_In == Row_ID)) 
        Data_W_Buf <= Data_W_In;
    Psum_Out <= Data_I_Signed * Data_W_Buf + Psum_In;
end
endmodule
module systolic(
    input CLK,
    input [8*8-1:0] i_Data_I_In,
    input [4*8-1:0] i_Data_W_In,
    input [4-1:0] i_EN_W_In,
    input [3-1:0] i_EN_ID_In,
    input [4*24-1:0] i_Psum_In,
    output [4*24-1:0] o_Psum_Out,
    input  [4*16-1:0] i_Addr_P_In,
    input  [4*1-1:0] i_Valid_P_In,
    output [4*16-1:0] o_Addr_P_Out,
    output [4*1-1:0] o_Valid_P_Out
);
wire [4*8*8-1:0] Data_I_In;
wire [4*8*8-1:0] Data_I_Out;
wire [4*8*8-1:0] Data_W_In;
wire [4*8*8-1:0] Data_W_Out;
wire [4*8-1:0] EN_W_In;
wire [4*8-1:0] EN_W_Out;
wire [4*8*3-1:0] EN_ID_In;
wire [4*8*3-1:0] EN_ID_Out;
wire [4*8*24-1:0] Psum_In;
wire [4*8*24-1:0] Psum_Out;
wire [4*8*16-1:0] Addr_P_In;
wire [4*8*1-1:0] Valid_P_In;
wire [4*8*16-1:0] Addr_P_Out;
wire [4*8*1-1:0] Valid_P_Out;
genvar i, j;
generate
    for(i = 0; i < 4; i = i + 1) begin: loop_pe_col
        assign o_Addr_P_Out[16 * i +:16] = Addr_P_Out[16 * i + 16 * 4 * (8 - 1) +: 16];
        assign o_Valid_P_Out[1 * i +:1] = Valid_P_Out[1 * i + 1 * 4 * (8 - 1) +: 1];
        assign o_Psum_Out[24 * i +:24] = Psum_Out[24 * i + 24 * 4 * (8 - 1) +: 24];
        for(j = 0; j < 8; j = j + 1) begin: loop_pe_row
            pe pe_inst (
                .CLK(CLK),
                .Row_ID(j),
                .Data_I_In(Data_I_In[8 * i + 8 * 4 * j +: 8]),
                .Data_I_Out(Data_I_Out[8 * i + 8 * 4 * j +: 8]),
                .Data_W_In(Data_W_In[8 * i + 8 * 4 * j +: 8]),
                .Data_W_Out(Data_W_Out[8 * i + 8 * 4 * j +: 8]),
                .EN_W_In(EN_W_In[i + 4 * j]),
                .EN_W_Out(EN_W_Out[i + 4 * j]),
                .EN_ID_In(EN_ID_In[3 * i + 3 * 4 * j +: 3]),
                .EN_ID_Out(EN_ID_Out[3 * i + 3 * 4 * j +: 3]),
                .Psum_In(Psum_In[24 * i + 24 * 4 * j +: 24]),
                .Psum_Out(Psum_Out[24 * i + 24 * 4 * j +: 24]),
                .Addr_P_In(Addr_P_In[16 * i + 16 * 4 * j +: 16]),
                .Valid_P_In(Valid_P_In[1 * i + 1 * 4 * j +: 1]),
                .Addr_P_Out(Addr_P_Out[16 * i + 16 * 4 * j +: 16]),
                .Valid_P_Out(Valid_P_Out[1 * i + 1 * 4 * j +: 1])
            );
            if (j > 0) begin  
                assign Data_W_In[8 * i + 8 * 4 * j +: 8] = Data_W_Out[8 * i + 8 * 4 * (j - 1) +: 8];
                assign EN_W_In[i + 4 * j] = EN_W_Out[i + 4 * (j - 1)];
                assign EN_ID_In[3 * i + 3 * 4 * j +: 3] = EN_ID_Out[3 * i + 3 * 4 * (j - 1) +: 3];
                assign Psum_In[24 * i + 24 * 4 * j +: 24] = Psum_Out[24 * i + 24 * 4 * (j - 1) +: 24];
                assign Addr_P_In[16 * i + 16 * 4 * j +: 16] = Addr_P_Out[16 * i + 16 * 4 * (j - 1) +: 16];
                assign Valid_P_In[1 * i + 1 * 4 * j +: 1] = Valid_P_Out[1 * i + 1 * 4 * (j - 1) +: 1];
            end
            else begin  
                assign Data_W_In[8 * i + 8 * 4 * j +: 8] = i_Data_W_In[8 * i +: 8];
                assign EN_W_In[i + 4 * j] = i_EN_W_In[i];
                assign EN_ID_In[3 * i + 3 * 4 * j +: 3] = i_EN_ID_In[3 * 0 +: 3];
                assign Psum_In[24 * i + 24 * 4 * j +: 24] = i_Psum_In[24 * i +: 24];
                assign Addr_P_In[16 * i + 16 * 4 * j +: 16] = i_Addr_P_In[16 * i +: 16];
                assign Valid_P_In[1 * i + 1 * 4 * j +: 1] = i_Valid_P_In[1 * i +: 1];
            end
            if (i > 0) begin  
                assign Data_I_In[8 * i + 8 * 4 * j +: 8] = Data_I_Out[8 * (i - 1) + 8 * 4 * j +: 8];
            end
            else begin  
                assign Data_I_In[8 * i + 8 * 4 * j +: 8] = i_Data_I_In[8 * j +: 8];
            end
        end
    end
endgenerate
endmodule
==> flow/run.sh <==
#!/bin/bash
# OpenROAD 26Q1-2900-gdf79404cd8, Yosys 0.63+post, stock flow scripts
make -C /OpenROAD-flow-scripts/flow DESIGN_CONFIG=/design/flow/config.mk WORK_HOME=/design/flow/orfs finish
==> flow/config.mk <==
export PLATFORM = sky130hd
export DESIGN_NAME = systolic
export DESIGN_NICKNAME = systolic
export VERILOG_FILES = /design/flow/design.v
export SDC_FILE = /design/flow/constraint.sdc
export NUM_CORES = 4
export LEC_CHECK = 1
export CORE_UTILIZATION = 50
==> flow/constraint.sdc <==
current_design systolic

set clk_period 14.2
set clk_io_pct 0.2

create_clock -name clk0 -period $clk_period [get_ports {CLK}]

set non_clock_inputs [all_inputs -no_clocks]
set_input_delay [expr $clk_period * $clk_io_pct] -clock clk0 $non_clock_inputs
set_output_delay [expr $clk_period * $clk_io_pct] -clock clk0 [all_outputs]
==> CHANGELOG.md <==
### Changed

* Status: finished clean
* Cells in synth_stat.txt at 14,576
* Commonest cells in the netlist: ha_1 (2,176), inv_1 (2,070), dfxtp_1 (1,777), and2_1 (1,370), fa_1 (1,216)
* CP startpoint kind: input port
* Drt first pass iters at 8
* Remaining antenna violation count at 0
* Worst hold path class: reg2reg
* Post-layout min period at 9150 ps
* CORE AREA at 291,000 sq um
* Worst-path fanout max at 9
* Chip width at 543 microns
* Critical path data arrival time at 9940 ps
* Top cells by area: dfxtp_1 (24%), ha_1 (19%), fa_1 (17%)
* Chip area line of the yosys report at 146,000 sq um
* Post-synth regs at 2,033
* Ys async rst share at 0
* Vias in the first global route at 95,144
* Clock transition at path regs at 60 ps
* Post-synth EDFFs at 256
* Final Hold Fails at 0
* Max IR drop VDD at 0.150 mV
* Mapped Avg Cell Area at 10.0 sq um
* Seq share, synth at 0.296
* Pwr dens at 220 nW/um^2
* Hold Startpoint: loop_pe_col[0].loop_pe_row[5].pe_inst.Addr_P_Out[15]$_DFF_P_
* Setup TNS at 0 ps
* Crit share post-route at 0.645
* Max Fclk at 109 MHz
* Post-synth top area cell: dfxtp_1
* H-tree depth at 4
* Switch share at 0.416
* Setup slack after layout at 5050 ps
* First-pass GRT wire length at 488,000 microns
* Main flop type: dfxtp_1
* Post-cts resize count at 0
* HPWL after detailed placement at 243,000 microns
* Clock sinks at 2,033
* Die area at 295,000 sq um
* Area Growth Syn to Fin at 11.5%
* Global route overflow at 0
* Vias at 96,127
* Switch Pwr at 14.9 mW
* Distinct lib cells used at 91
* WL/cell at 15.3 microns
* Post-Synthesis Cells at 14,576
* # setup viols final at 0
* CP max stage cell: clkdlybuf4s50_1
* Most common cell in the synthesized netlist: ha_1
* Unrepaired setup endpoints after global routing: false
* Largest net degree at the start of global routing at 17
* Clk ins delay skew pair at 900 ps
* Hold Path Depth at 0
* Logic gate share of total power at 0.602
* Routed wire length at 295,000 microns
* Synthesized area at 146,000 sq um
* Root Driver: clkbuf_16
* R2R Setup Slk at 7070 ps
* Pre-CTS worst setup slack at 4150 ps
* Slew headroom at 0.357
* Skew final at 45.2 ps
* TritonCTS Buffers at 224
* DRC Markers at 0
* Floorplan utilization at 0.503
* Tool warnings at 91
* Sequential share of power at 0.233
* Row count at 198
* Crit path largest cell delay at 620 ps
* GPL Wtd Cong at 0.890
* Initial antenna violation count at 22
* Share of post-route cells with drive strength above 1 at 0.0320
* Pleak at 78.6 nW
* CTS tree: built
* Clk buf depth at 4
* 1st-iter DRT viols at 3,339
* FF-to-FF End: loop_pe_col[0].loop_pe_row[6].pe_inst.Psum_Out[23]$_DFF_P_
* Slew @ Worst Pin at 957 ps
* Worst R2R Path Depth at 25
* Clock power share at 0.165
* Post-cts hold buffer count at 0
* Synth Warn # at 33
* Critical path class: in2reg
* Critical Path RT at 14,990 ps
* Post-synth top area share at 0.243
* Power Internal at 20.9 mW
* CP Capture Type: flop
* Gr usage total at 0.217
* Num ports at 432
* Vias/cell at 4.98
* Chip height at 543 microns
* Max-slew violations at 0
* Max-cap violations at 0
* Hold Path End: loop_pe_col[0].loop_pe_row[6].pe_inst.Addr_P_Out[15]$_DFF_P_
* Port bufs at 431
* Postcts setup bufs at 0
[per-layer routing]
metal,GRT usage,vias up,share of wire
li1,-,49556,-
met2,0.317,1643,0.43
met1,0.333,44588,0.48
met3,0.0708,324,0.076
met5,0.00296,-,0.00035
met4,0.0340,16,0.019
[per-stage QoR]
stage          std cells  area [sq um]  hold slack (ps)  utilization  total power, mW
2_1_floorplan      14576        146000              310            -             25.3
3_3_place_gp       18886        156000              310        0.534             30.1
3_5_place_dp       18886        156000              312        0.534             30.1
4_1_cts            19306        163000              294        0.561             36.3
5_1_grt            19311        163000              309        0.561             39.6
6_report           19319        163000              310        0.561             35.9
[kinds of logic after synthesis]
family / Yosys count / synth area share
buf+inv: 2104 / 0.0541
xor+xnor: 1051 / 0.0643
compound gates: 2329 / 0.102
flops: 2033 / 0.296
fa+ha+maj: 3392 / 0.352
simple gates: 3665 / 0.131
mux: 2 / 0.000145
[area by class of cell]
type	instances	area (sq um)
antenna	13	32.5
multi-input combinational	10439	95200
inverter	2070	7770
tap	3900	4880
clock inverter	122	1220
sequential	2033	43300
timing repair buffer	444	4410
clock buffer	298	6470
fill	25354	128000
[worst max-delay path: cells and delay by family]
family,cells,cell delay (ps)
adders and majority gates,7,2610
xor gates and xnor gates,2,750
buffers and inverters,5,790
AOI/OAI and AO/OA,7,1670
and+or+nand+nor,5,1270
[placed cells by master (no fill, tap or decap), drive strengths merged, types with 74 or more instances in the layout]
cell           netlist  routed
and3                75      75
fa                1216    1216
nand2b             174     174
clkdlybuf4s50        0     431
o21ai              347     347
o21a               126     126
nor3               141     141
ha                2176    2176
nor2               636     636
xor2               257     257
a21oi              809     809
inv               2070    2101
edfxtp             256     256
xnor2              779     779
dfxtp             1777    1777
nor2b              109     109
a31oi               74      74
a21o               391     391
nand2              751     751
clkbuf              26     298
and2              1370    1370
nand3              178     178
o21bai             178     178
[power by group through the flow]
stage         registers [mW]  clock network, mW  logic (mW)
CTS                     8.39               6.12        21.8
global route            8.53               6.35        24.7
finish                  8.36               5.92        21.6
[worst max-delay path by stage]
stage / endpoint / slack (ps) / depth (start not counted) / startpoint
4_1_cts: loop_pe_col[0].loop_pe_row[6].pe_inst.Psum_Out[23]$_DFF_P_ / 5140 / 26 / i_Data_I_In[52]
5_1_grt: loop_pe_col[0].loop_pe_row[1].pe_inst.Psum_Out[23]$_DFF_P_ / 4600 / 26 / i_Data_I_In[12]
6_report: loop_pe_col[0].loop_pe_row[6].pe_inst.Psum_Out[23]$_DFF_P_ / 5050 / 26 / i_Data_I_In[52]
[flip-flops by register name, summed over array words and instances, names as in the netlist]
name / count
loop_pe_col.loop_pe_row.pe_inst.EN_W_Out: 28
loop_pe_col.loop_pe_row.pe_inst.Data_W_Buf: 256
loop_pe_col.loop_pe_row.pe_inst.Addr_P_Out: 512
loop_pe_col.loop_pe_row.pe_inst.EN_ID_Out: 21
loop_pe_col.loop_pe_row.pe_inst.Psum_Out: 768
loop_pe_col.loop_pe_row.pe_inst.Data_I_Out: 192
loop_pe_col.loop_pe_row.pe_inst.Data_W_Out: 224
loop_pe_col.loop_pe_row.pe_inst.Valid_P_Out: 32
Power figures rest on the tool's default switching activity, not on a simulated workload.
