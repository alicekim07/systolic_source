File: design.v
`timescale 1ns / 1ps
module systolic_loader_p(
    input CLK,
    input RSTb,
    input [4-1:0] Valid_P_Out,
    input [4*16-1:0] Addr_P_Out,
    input [4*24-1:0] Psum_Out,
    output reg [4-1:0] sram_psum_we_a,  
    output reg [4-1:0] sram_psum_en_a,  
    output reg [4*16-1:0] sram_psum_addr_a,  
    output reg [4*24-1:0] sram_psum_din_a  
    );
    integer i;
    always @(posedge CLK) begin
        for (i = 0; i < 4; i = i + 1) begin
            if (Valid_P_Out[i] == 1) begin
                sram_psum_we_a[i] <= 1;
                sram_psum_en_a[i] <= 1;
                sram_psum_addr_a[i*16+:16] <= Addr_P_Out[i*16+:16];
                sram_psum_din_a[i*24+:24] <= Psum_Out[i*24+:24];
            end
            else begin
                sram_psum_we_a[i] <= 0;
                sram_psum_en_a[i] <= 0;
                sram_psum_addr_a[i*16+:16] <= 0;
                sram_psum_din_a[i*24+:24] <= 0;
            end
        end
    end
endmodule
File: run.sh
#!/bin/bash
# OpenROAD 26Q1-2900-gdf79404cd8, Yosys 0.63+post, stock flow scripts
make -C /OpenROAD-flow-scripts/flow DESIGN_CONFIG=/design/flow/config.mk WORK_HOME=/design/flow/orfs finish
File: config.mk
export PLATFORM = sky130hd
export DESIGN_NAME = systolic_loader_p
export DESIGN_NICKNAME = systolic_loader_p
export VERILOG_FILES = /design/flow/design.v
export SDC_FILE = /design/flow/constraint.sdc
export NUM_CORES = 4
export LEC_CHECK = 1
export CORE_AREA = 10 10 217 217
export DIE_AREA = 0 0 227 227
File: constraint.sdc
current_design systolic_loader_p

set clk_period 1.0
set clk_io_pct 0.2

create_clock -name clk0 -period $clk_period [get_ports {CLK}]

set non_clock_inputs [all_inputs -no_clocks]
set_input_delay [expr $clk_period * $clk_io_pct] -clock clk0 $non_clock_inputs
set_output_delay [expr $clk_period * $clk_io_pct] -clock clk0 [all_outputs]
==> reports/metrics.csv <==
stage,metric,value,unit
floorplanning,core_area,42100,sq um
floorplanning,dieArea,51500,sq um
synthesis,edf_count,0,
synthesis,ys.flop_type,dfxtp_1,
status,status,"complete, but fails checks",
synthesis,synth_flops,164,
synthesis,synth.most_common_cell,dfxtp_1,
final_timing,hold_ws,0.290,ns
final_timing,tightest_slew,0.240,ns
routing,ant_nets,0,
critical_path,slowest_delay,0.32,ns
clock_tree,clk_pin_slew,0.07,ns
final_timing,hold_viol,0,
critical_path,criticalPathCategory,register to output port,
routing,firstDrtPassIters,4,
min_path,holdPathStages,2,
final_timing,fin_ws,-0.112,ns
placement,place_congestion,0.760,
routing,drt-vias-per-instance,2.81,
synthesis,syn_area_per_cell,12.9,sq um
run,cap_viol_max_count,0,
synthesis,common_cells,"dfxtp_1, and2_1, and2_2",
power,cellLeakagePower,0.00360,uW
floorplanning,ios,334,
global_route,grt_start_max_net_pins,42,
run,warnings,28,
routing,post_drt_wl_per_cell,13.6,microns
floorplanning,die_w,227,microns
finish,fillCellCount,4593,
critical_path,crit_required,0.80,ns
final_timing,finalSetupViolCount,168,
power,cellPowerDensity,1790,nW/um^2
synthesis,ys_cells,344,
synthesis,top_area_cell,dfxtp_1,
final_timing,fin_crit,1.11,ns
floorplanning,num_rows,75,
synthesis,synth_area,4440,sq um
synthesis,synth_seq_share,0.739,
global_route,grt_overflow,0,
routing,drt-total-wl,16800,microns
placement,place_hpwl,13300,microns
placement,io_buffers,332,
final_timing,finalMaxSlewViolations,0,
synthesis,synth_warnings,1,
synthesis,yosysUniqueCellTypes,5,
critical_path,cp.arrival,0.91,ns
synthesis,netlist_instances,344,
critical_path,endpoint_kind,output port,
status,violations,setup timing,
floorplanning,die_y,227,microns
finish,final_util,0.197,
synthesis,synth_top_area_share,0.739,
global_route,track_usage,0.0624,
final_timing,fmax,0.899,GHz
clock_tree,cts_tree,yes,
clock_tree,htreeDepth,4,
routing,dr_total_vias,3468,
synthesis,ys_async_sr_fraction,0,
critical_path,worstPathCellList,buf_6,
finish,drive_gt1_frac,0.404,
synthesis,ys_chip_area,4440,sq um
floorplanning,fp-utilization,0.105,
routing,drc,0,
finish,area_delta_synth_final,86.3,%
min_path,min_to,sram_psum_din_a[63]$_SDFF_PN0_,
final_timing,finalCritPeriodShare,1.11,
routing,drtIter0Drc,104,
synthesis,top_cells_by_area,"dfxtp_1, and2_1, and2_2",
global_route,antenna_found_initial,3,
min_path,min_path_type,primary input to register,
clock_tree,clockBufferDepth,2,
critical_path,crit_slowest_cell,dfxtp_2,
clock_tree,cts.sinks,164,
final_timing,slew_headroom,0.840,
final_timing,rsz0062_at_grt,yes,
power,peakVddDrop,0.000969,V
global_route,grt_pass1_vias,3593,
critical_path,critPathBufInv,1,
global_route,grt_pass1_wl,23600,microns
placement,post-place-ws,-0.195,ns
critical_path,cp_max_fo,1,
critical_path,critical_path.top_delay_family,flip-flops,
clock_tree,numCtsBuffers,17,
critical_path,cp-start-kind,register,
min_path,worstHoldStart,Psum_Out[63],
clock_tree,cts-root-buf,clkbuf_16,
cells in the final DEF (no fill, tap or decap), types with 3 or more instances in the layout:
| master | netlist | routed |
|---|---|---|
| dfxtp_2 | 0 | 36 |
| and2_2 | 40 | 40 |
| diode_2 | 0 | 3 |
| buf_2 | 0 | 156 |
| dfxtp_1 | 164 | 128 |
| buf_12 | 0 | 4 |
| clkdlybuf4s50_1 | 0 | 164 |
| clkbuf_16 | 0 | 17 |
| buf_6 | 0 | 12 |
| and2_1 | 120 | 120 |
| inv_6 | 0 | 4 |
flip-flops by register name, indices dropped and copies added, names as in the netlist:
signal	flops
sram_psum_din_a	96
sram_psum_addr_a	64
sram_psum_we_a	4
what timing repair did:
item,CTS,global route
resized,573,31
setup endpoints to repair,168,168
hold buffers,0,0
buffers inserted,0,0
pin swaps,0,0
how the worst max path moves through the flow:
stage	from	to	slack (ns)	cells after the start
6_report	sram_psum_din_a[32]$_SDFF_PN0_	sram_psum_din_a[32]	-0.11	1
5_1_grt	sram_psum_addr_a[51]$_SDFF_PN0_	sram_psum_addr_a[51]	-0.18	1
4_1_cts	sram_psum_din_a[32]$_SDFF_PN0_	sram_psum_din_a[32]	-0.19	1
final cells by class:
class,instances,area [sq um],share of cell area
antenna,3,7.51,0.000906
tap,539,674,0.0814
sequential,164,3330,0.402
multi-input combinational,160,1050,0.127
clock buffer,20,457,0.0551
timing repair buffer,337,2650,0.319
clock inverter,12,119,0.0144
power by group:
part | leakage [uW] | total [uW] | internal (uW) | switching [uW]
Combinational | 0.00195 | 1330 | 1010 | 325
Clock | 0.000280 | 6490 | 3590 | 2900
Sequential | 0.00138 | 6980 | 6900 | 81.0
cells by family after synthesis:
| logic type | count (synthesis) | share of synthesized area |
|---|---|---|
| buffers and inverters | 20 | 0.0248 |
| AND/OR/NAND/NOR | 160 | 0.236 |
| flip-flops | 164 | 0.739 |
routing by layer:
layer / vias to the layer above / GRT usage / wire [microns]
met1: 1509 / 0.0660 / 5990
met3: 29 / 0.0472 / 2820
met2: 209 / 0.0980 / 7560
met5: - / 0 / 13
met4: 2 / 0.0125 / 385
li1: 1719 / - / -
per-stage QoR:
step                total power [uW]  instance area [sq um]  setup TNS, ns  instances
floorplan                       7310                   4440              0        344
global placement                8790                   8420         -18.31       1200
detailed placement              8800                   8420         -19.04       1200
CTS                            15200                   8190         -24.35       1232
global route                   15600                   8270         -25.12       1232
finish                         14800                   8280         -13.29       1235
No activity file was given, so power comes from the tool's default toggle rates.
