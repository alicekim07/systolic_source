## ./config.mk

```make
export PLATFORM = sky130hd
export DESIGN_NAME = systolic_loader_i
export DESIGN_NICKNAME = systolic_loader_i
export VERILOG_FILES = /design/flow/design.v
export SDC_FILE = /design/flow/constraint.sdc
export NUM_CORES = 4
export LEC_CHECK = 1
export CORE_UTILIZATION = 40
```

## ./constraint.sdc

```tcl
current_design systolic_loader_i

set clk_period 1.0
set clk_io_pct 0.2

create_clock -name clk0 -period $clk_period [get_ports {CLK}]

set non_clock_inputs [all_inputs -no_clocks]
set_input_delay [expr $clk_period * $clk_io_pct] -clock clk0 $non_clock_inputs
set_output_delay [expr $clk_period * $clk_io_pct] -clock clk0 [all_outputs]
```

## ./design.v

```verilog
`timescale 1ns / 1ps
module systolic_loader_i(
    input CLK,
    input [8*8-1:0] i_Data_I_In,
    output [8*8-1:0] o_Data_I_In
    );
reg [8-1:0] FIFO_1[0:0];
reg [8-1:0] FIFO_2[1:0];
reg [8-1:0] FIFO_3[2:0];
reg [8-1:0] FIFO_4[3:0];
reg [8-1:0] FIFO_5[4:0];
reg [8-1:0] FIFO_6[5:0];
reg [8-1:0] FIFO_7[6:0];
assign  o_Data_I_In[0*8+:8] = i_Data_I_In[0*8+:8];
assign  o_Data_I_In[1*8+:8] = FIFO_1[0];
assign  o_Data_I_In[2*8+:8] = FIFO_2[0];
assign  o_Data_I_In[3*8+:8] = FIFO_3[0];
assign  o_Data_I_In[4*8+:8] = FIFO_4[0];
assign  o_Data_I_In[5*8+:8] = FIFO_5[0];
assign  o_Data_I_In[6*8+:8] = FIFO_6[0];
assign  o_Data_I_In[7*8+:8] = FIFO_7[0];
always @(posedge CLK) begin
    FIFO_1[0] <= i_Data_I_In[1*8+:8];
    FIFO_2[0] <= FIFO_2[1];
    FIFO_3[0] <= FIFO_3[1];
    FIFO_4[0] <= FIFO_4[1];
    FIFO_5[0] <= FIFO_5[1];
    FIFO_6[0] <= FIFO_6[1];
    FIFO_7[0] <= FIFO_7[1];
end
always @(posedge CLK) begin
    FIFO_2[1] <= i_Data_I_In[2*8+:8];
    FIFO_3[1] <= FIFO_3[2];
    FIFO_4[1] <= FIFO_4[2];
    FIFO_5[1] <= FIFO_5[2];
    FIFO_6[1] <= FIFO_6[2];
    FIFO_7[1] <= FIFO_7[2];
end
always @(posedge CLK) begin
    FIFO_3[2] <= i_Data_I_In[3*8+:8];
    FIFO_4[2] <= FIFO_4[3];
    FIFO_5[2] <= FIFO_5[3];
    FIFO_6[2] <= FIFO_6[3];
    FIFO_7[2] <= FIFO_7[3];
end
always @(posedge CLK) begin
    FIFO_4[3] <= i_Data_I_In[4*8+:8];
    FIFO_5[3] <= FIFO_5[4];
    FIFO_6[3] <= FIFO_6[4];
    FIFO_7[3] <= FIFO_7[4];
end
always @(posedge CLK) begin
    FIFO_5[4] <= i_Data_I_In[5*8+:8];
    FIFO_6[4] <= FIFO_6[5];
    FIFO_7[4] <= FIFO_7[5];
end
always @(posedge CLK) begin
    FIFO_6[5] <= i_Data_I_In[6*8+:8];
    FIFO_7[5] <= FIFO_7[6];
end
always @(posedge CLK) begin
    FIFO_7[6] <= i_Data_I_In[7*8+:8];
end
endmodule
```

## ./run.sh

```bash
#!/bin/bash
# OpenROAD 26Q1-2900-gdf79404cd8, Yosys 0.63+post, stock flow scripts
make -C /OpenROAD-flow-scripts/flow DESIGN_CONFIG=/design/flow/config.mk WORK_HOME=/design/flow/orfs finish
```

==> flow_summary.json <==
{
  "outcome": "finished, violations left",
  "violations": "setup timing",
  "hold_viol": 0,
  "worst_slew_pin_slew_ns": 0.123,
  "drcViolationCount": 0,
  "final_layout_size_suffix_gt1_frac": 0.251,
  "cpPeakStageDelay_ns": 0.31,
  "crit_path_max_fanout": 1,
  "chipArea_um2": 11800,
  "rows": 38,
  "fillCellCount": 851,
  "crit_type": "reg2out",
  "slew_headroom": 0.918,
  "fmax_mhz": 921,
  "hold_class": "in2reg",
  "cts_setup_buffers": 0,
  "drtIter0Drc": 46,
  "cp_slowest_cell": "dfxtp_2",
  "simple_gate_area_frac": 0,
  "worstPathCellList": "buf_2",
  "cp_top_family": "flip-flops",
  "cp-start-kind": "flip-flop",
  "design_area_um2": 6240,
  "end_kind": "output port",
  "holdPathStages": 1,
  "grt-ovfl-total": 0,
  "yosysWarningCount": 8,
  "final-seq-area_um2": 4490,
  "crit_arrival_ns": 0.89,
  "cts_buffers": 22,
  "num_vias": 1848,
  "r2r_start": "FIFO_3[1][6]$_DFF_P_",
  "fp_util": 0.416,
  "antenna_found_initial": 0,
  "synth-xor-area-share": 0,
  "setup_viol": 56,
  "dp_slack_ns": 0.0222,
  "synthAdderAreaFrac": 0,
  "syn_inst": 232,
  "ys_seq_share": 0.987,
  "num-multi-input-gates": 0,
  "wirelength_mm": 4.95,
  "cts_root_buffer": "clkbuf_16",
  "ir_drop_uv": 1550,
  "clockBufferDepth": 3,
  "fin_ws_ns": -0.0861,
  "grt_max_degree": 15,
  "yosys_area_um2": 4540,
  "rsz0062_at_grt": "true",
  "synth_cell_types": 2,
  "final_cell_mix": "dfxtp_1 (219), clkdlybuf4s50_1 (56), buf_2 (56)",
  "timing.rr.end": "FIFO_3[0][6]$_DFF_P_",
  "syn2layout_area_growth_pct": 37.3,
  "cts.clk_slew.worst_paths_ns": 0.06,
  "crit_required_ns": 0.80,
  "first_pass_iters": 2,
  "first_global_vias": 1676,
  "fin_skew_ns": 0.00994,
  "warnings": 27,
  "reg2regPathDepth": 0,
  "drv_slew": 0,
  "placed_area_um2": 5780,
  "whs_ns": 0.163,
  "ys_sh_mux": 0,
  "ant_nets": 0,
  "power_density_nw_per_um2": 2850,
  "grt_pass1_wl_mm": 7.65,
  "synthesis.area_um2": 4540,
  "synth_area_per_cell_um2": 19.6,
  "wl_per_cell_um": 9.61,
  "hp-start": "i_Data_I_In[58]",
  "ys_ff": 224,
  "place.gp.congestion": 0.630,
  "viasPerCell": 3.59,
  "fin_crit_ns": 1.09,
  "yosys_cells": 232,
  "clkSinkCount": 224,
  "max_cap_viol_count": 0,
  "clock_latency_ns": 0.48,
  "pin_count": 129,
  "fp.dieH_um": 109,
  "mostFrequentLayoutCell": "dfxtp_1",
  "path_buffers": 1,
  "logic_family": "buffers and inverters",
  "finalClockPeriodUsage": 1.09,
  "p_leak_uw": 0.00269,
  "cts_tree": "built",
  "synthAoiAreaFrac": 0,
  "holdPathEnd": "FIFO_7[6][2]$_DFF_P_",
  "comb_area_um2": 0,
  "die_x_um": 109,
  "core-area_um2": 10900,
  "port_buffers": 112,
  "cts.htree.levels": 1,
  "hpwlAfterDp_mm": 2.63,
  "grt_usage": 0.0857,
  "total_power_uw": 17800,
  "num_antenna_cells": 0,
  "rrSetupSlack_ns": 0.59
}
==> repair_timing <==
item | in CTS | in global routing
endpoints found under the setup margin | 56 | 56
hold buffers | 0 | 0
gates resized | 175 | 0
==> flip-flops by register name (all words and copies together) (netlist names) <==
name,count
FIFO_5,40
FIFO_1,8
FIFO_4,32
FIFO_7,56
FIFO_3,24
FIFO_2,16
FIFO_6,48
==> logic make-up (layout without fill, tap and decap cells) <==
logic type             after synthesis  after routing
flip-flops                         224            224
buffers and inverters                8            151
==> cell usage after synthesis <==
cell     number  area (um2)
dfxtp_1     224        4480
buf_4         8        60.1
==> per-layer routing <==
metal / GRT usage / vias to the layer above / wire length, um / part of all wire
met5: 0 / - / 0 / 0
met4: 0.0309 / 0 / 88 / 0.018
met3: 0.0417 / 13 / 655 / 0.13
met2: 0.119 / 89 / 2050 / 0.41
met1: 0.121 / 778 / 2160 / 0.44
li1: - / 968 / - / -
==> per-stage QoR <==
stage,TNS (ns),util,std cells
2_1_floorplan,0,-,232
3_3_place_gp,0,0.529,476
3_5_place_dp,0,0.529,476
4_1_cts,-5.24,0.570,515
5_1_grt,-6.27,0.570,515
6_report,-3.63,0.570,515
==> power by group <==
| part | switching (uW) | total, uW | internal, uW | leakage [uW] |
|---|---|---|---|---|
| Sequential | 88.1 | 9490 | 9410 | 0.00189 |
| Clock | 3040 | 8000 | 4960 | 0.000357 |
| Combinational | 35.5 | 294 | 259 | 0.000439 |
| Total | 3160 | 17800 | 14600 | 0.00269 |
==> how the worst max path moves through the flow <==
| stage | start | to | depth (start not counted) |
|---|---|---|---|
| 5_1_grt | FIFO_7[0][2]$_DFF_P_ | o_Data_I_In[58] | 1 |
| 6_report | FIFO_4[0][3]$_DFF_P_ | o_Data_I_In[35] | 1 |
| 4_1_cts | FIFO_4[0][3]$_DFF_P_ | o_Data_I_In[35] | 1 |
==> area by class of cell <==
cell class | count | share of cell area
clock buffers | 32 | 0.103
clock inverters | 7 | 0.0146
flip-flops and latches | 224 | 0.720
well taps | 140 | 0.0281
repair buffers | 112 | 0.135
Power is estimated from default activity; no workload was simulated.
